[design/flow/run.sh]
#!/bin/bash
# OpenROAD 26Q1-2900-gdf79404cd8, Yosys 0.63+post, stock flow scripts
make -C /OpenROAD-flow-scripts/flow DESIGN_CONFIG=/design/flow/config.mk WORK_HOME=/design/flow/orfs finish
[design/flow/config.mk]
export PLATFORM = sky130hd
export DESIGN_NAME = TR_P
export DESIGN_NICKNAME = TR_P
export VERILOG_FILES = /design/flow/design.v
export SDC_FILE = /design/flow/constraint.sdc
export NUM_CORES = 4
export LEC_CHECK = 1
export CORE_UTILIZATION = 40
[design/flow/constraint.sdc]
current_design TR_P

set clk_period 4.0
set clk_io_pct 0.2

create_clock -name clk0 -period $clk_period [get_ports {clk}]

set non_clock_inputs [all_inputs -no_clocks]
set_input_delay [expr $clk_period * $clk_io_pct] -clock clk0 $non_clock_inputs
set_output_delay [expr $clk_period * $clk_io_pct] -clock clk0 [all_outputs]
[design/flow/design.v]
module TR_P 
  #(
    parameter SIZE       = 16,
    parameter N          = 10,   
    parameter NUM_PERIOD = 2000  
  )
  (
    input               clk,                 
    input               rst,
    input               drv_en_SM,      
    input [SIZE-1:0]    n,  
    input               start_N, 
                        start,
                        stop,
                        avto,
    output reg          step                          
  );
reg [SIZE-1:0]          period_AUTO,    
                        count_N,        
                        drv_count;      
reg                     pulse_enable;  
reg                     counter_en;    
reg                     count_done;
reg [3:0]               State=0;
reg [3:0]               NextState=0;
localparam
  IDLE    = 1,
  AUTO    = 2,
  MOVE    = 3,
  MOVE_N  = 4;
  always @(posedge clk)
begin
  if(rst)
    State <= IDLE;
  else
    State <= NextState;
end
always @(*)
begin
    NextState = State;
    case (State)
      IDLE: 
        begin
          if(avto) 
            begin
              NextState = AUTO;
            end
          else if(start) 
            begin
              NextState = MOVE;
            end
          else if(start_N) 
            begin
              NextState = MOVE_N;
            end  
        end
      AUTO:
        begin
          if (!avto)
            begin
              NextState = IDLE;
            end
          else
            begin
              NextState = AUTO;
            end  
        end
      MOVE:
        begin
          if (starting)
            begin
              NextState = MOVE;
            end
          else
            begin
              NextState = IDLE;
            end  
        end
      MOVE_N:
        begin
          if (count_N == N || stop)  
            begin
              NextState = IDLE;
            end
          else   
            begin
              NextState = MOVE_N;
            end  
        end  
      default:
        NextState = IDLE;
    endcase 
end
always @(*)
begin
    if(rst)
      begin
        pulse_enable = 0;
      end
    else
      begin
        case(NextState)
          IDLE: 
            begin    
              pulse_enable = 1'b0;
              counter_en   = 1'b0;
            end
          AUTO: 
            begin  
              pulse_enable = drv_en_SM;
              period_AUTO  = n;
              counter_en   = 1'b0;
            end  
          MOVE: 
            begin   
              pulse_enable = 1'b1;  
              counter_en   = 1'b0;  
              period_AUTO  = NUM_PERIOD;
            end  
          MOVE_N: 
            begin    
              pulse_enable = 1'b1; 
              counter_en   = 1'b1; 
              period_AUTO  = NUM_PERIOD;
            end 
        endcase     
      end       
end
always @(posedge clk)
begin
  if (rst || pulse_enable == 0)
    begin
      drv_count<=0;
    end
  else if (drv_count<= period_AUTO +1)
	          begin
              drv_count <= drv_count+1;        
	          end 
          else 
	          begin
		          drv_count <= 0;
		        end 
 if (drv_count>0 && drv_count<=(period_AUTO +  1) >> 2)	
		      begin
		        step <= 1;
	        end
	      else 
		      begin
		        step <= 0;
		      end
  if (counter_en)
    begin  
    if (drv_count == 1)
      begin
      if (count_N <= N - 1)
        begin
          count_N <= count_N + 1;
        end
      else
        begin
         count_N <= 0;
        end 
      end   
    end
end 
endmodule 
==> ci_impl_report.md <==
### Flow metrics

| Metric | Value |
|---|---|
| Status | finished, final reports clean |
| CTS Buf Count | 5 |
| Worst Tran Pin Value | 0.694 ns |
| Combinational share of power | 12.4% |
| Count of unclocked register or latch pins | 18 |
| Initial antenna violation count | 0 |
| Setup TNS | 0 ns |
| Worst setup SP type | primary input |
| Core Util, Final | 48.6% |
| Endpoints left unconstrained | 18 |
| Post-DP HPWL | 4200 µm |
| FP Rows | 31 |
| Final slew viol count | 0 |
| Mean Syn Cell Area | 9.49 µm² |
| Crit Path Class | in -> reg |
| PostCTS Resize Cnt | 0 |
| Post-route cell area | 3530 µm² |
| Filler cells | 706 |
| Largest cells by area | edfxtp_1 (16%), ha_1 (15%), dfxtp_1 (14%) |
| Internal Power | 0.730 mW |
| Ys Warns | 3 |
| Chip area | 7850 µm² |
| Final Setup Violations | 0 |
| R2R setup slack | 1.59 ns |
| Registers, synthesis | 55 |
| Net Switching | 0.210 mW |
| Post-layout min period | 2.90 ns |
| Ys flop type | dfxtp_1 |
| Vias in the first global route | 2029 |
| Via count | 2175 |
| GRT Total Usage | 14.8% |
| Largest area contributor in the netlist | edfxtp_1 |
| Register area | 1170 µm² |
| Port Buf Inserts | 23 |
| GR peak layer | met2 |
| Clock Tree Root | clkbuf_8 |
| Drt first pass iters | 4 |
| Drt total wl | 5200 µm |
| Die y size | 88.6 µm |
| Combinational Area | 1780 µm² |
| Clock skew | 0.00712 ns |
| Clk network pwr share | 41.2% |
| Number of enable flip-flop cells | 16 |
| Sw frac | 22.3% |
| Post-synth cell types | 48 |
| Top-area cell type share of the netlist area | 16.0% |
| CTS tree | yes |
| DR DRC count | 0 |
| DR vias/cell | 4.77 |
| Layout cell share with drive strength beyond 1 | 5.04% |
| Yosys cell count | 316 |
| 1st-iter DRT viols | 71 |
| Boundary Pins | 24 |
| Worst hold path class | reg -> reg |
| Die Wd | 88.6 µm |
| Met2 Resource Use GR | 25.0% |
| YS chip area | 3000 µm² |
| Tool Warnings | 30 |
| Cts hold-fix bufs | 0 |
| RSZ-0062 raised after global routing | no |
| Pin count of the biggest net entering global routing | 17 |
| Crit Path Max Fanout | 16 |
| Worst hold margin | 0.500 ns |
| Peak supply drop | 168 µV |
| LEAKAGE | 1.46 nW |
| # Max-Cap Violations | 0 |
| Met3 usage | 1.99% |
| Cells after Synth | 316 |
| Seq pwr share | 46.4% |
| Mapped Area | 3000 µm² |
| CP Capture Type | register |
| Area grow syn2layout | 17.6% |
| Routed len/inst | 11.4 µm |
| Relative max-transition margin | 53.6% |
| Fp_density | 41.3% |
| Power, Total | 0.940 mW |
| WP data arrival | 3.12 ns |
| Final hold violations | 0 |
| Gpl congestion | 0.810 |
| Fmax | 345 MHz |
| Ys async rst share | 0% |
| First-pass GRT wire length | 9000 µm |
| PwrDens | 267 nW/µm² |
| Antenna diodes | 0 |
| Crit path DRT | 4.22 ns |
| Fin crit share | 72.4% |
| Post-CTS setup buffers | 0 |
| Post-Place Cell Area | 3390 µm² |
| Met1 usage | 21.9% |
| GRT Residual Overflow | 0 |
| Reg clk slew, reported paths | 0.08 ns |
| Core footprint | 7250 µm² |
| Post-route ant nets | 0 |
| CTS HTree Levels | 2 |
| Buffer depth of the longest clock path | 2 |
| Later-pin clock latency in the skew report | 0.29 ns |
## sequential cells by signal (all words and copies together), names as in the netlist
name / flops
step: 1
pulse_enable: 1
period_AUTO: 16
drv_count: 16
counter_en: 1
count_N: 16
State: 4
## placed cells by master, fill, tap and decap left out, types with 3 or more instances in the layout
cell type / count
a21oi_1: 10
and2_1: 11
and3_1: 5
clkbuf_8: 5
clkdlybuf4s50_1: 23
conb_1: 14
dfxtp_1: 21
dlxtn_1: 18
edfxtp_1: 16
ha_1: 36
inv_1: 18
nand2_1: 14
nand2b_1: 9
nand3_1: 15
nand4_1: 9
nor2_1: 41
nor3_1: 5
nor4_1: 9
o21a_1: 3
o21ai_0: 8
xnor2_1: 12
xor2_1: 19
## power by group through the flow
stage	clock (mW)	sequential, mW	combinational [mW]
CTS	0.399	0.436	0.118
global route	0.417	0.438	0.134
finish	0.388	0.436	0.117
## cell families (layout without fill, tap and decap cells)
family                   count (synthesis)  count (layout)  share of synthesized area [%]
multiplexers                             1               1                          0.334
latches                                 18              18                           9.01
flip-flops                              37              37                           30.0
other                                    1              14                          0.125
adder cells (fa/ha/maj)                 37              37                           15.4
AND/OR/NAND/NOR                        129             129                           22.9
XOR/XNOR                                32              32                           9.85
buffers and inverters                   23              51                           3.17
AND-OR/OR-AND                           38              38                           9.22
## layer usage
| metal | up-vias | share of wire (%) | wire length (µm) |
|---|---|---|---|
| li1 | 1181 | - | - |
| met1 | 974 | 52 | 2710 |
| met2 | 20 | 46 | 2380 |
| met3 | 0 | 2.3 | 119 |
| met4 | 0 | 0 | 0 |
| met5 | - | 0 | 0 |
## final timing paths
kind	from	to	cells past startpoint
worst max-delay path	avto	drv_count[12]	10
worst min-delay path	State[2]	State[1]	1
worst max register to register	drv_count[14]	drv_count[12]	8
worst min register to register	State[2]	State[1]	1
## worst max-delay path, stage by stage
cell	delay [ns]
clkdlybuf4s50_1	0.51
o21ai_0	0.09
nor2_1	0.09
a31oi_1	0.06
nor3_1	0.33
o32ai_1	0.16
a21oi_1	0.24
dlxtn_1	0.41
o311ai_4	0.24
nor2_1	0.18
## synthesized netlist by cell type (2+ instances only)
cell type  instances
nor2_1            41
ha_1              36
dfxtp_1           21
xor2_1            19
dlxtn_1           18
inv_1             18
edfxtp_1          16
nand3_1           15
nand2_1           14
xnor2_1           12
and2_1            11
a21oi_1           10
nand2b_1           9
nand4_1            9
nor4_1             9
o21ai_0            8
and3_1             5
nor3_1             5
clkbuf_1           3
o21a_1             3
a21o_1             2
a221o_1            2
a31oi_1            2
and4_1             2
nor2b_1            2
o211ai_1           2
## stage by stage
| stage | cells | worst slack (ns) |
|---|---|---|
| floorplan | 329 | 1.64 |
| global placement | 448 | 0.799 |
| global route | 456 | 0.880 |
| finish | 456 | 1.10 |
| CTS | 456 | 1.08 |
| detailed placement | 448 | 0.780 |
## layout make-up
type / count / share of cell area (%)
Clock buffer: 5 / 1.95
Timing Repair Buffer: 25 / 6.95
Sequential cell: 55 / 33.2
Multi-Input combinational cell: 251 / 50.5
Inverter: 18 / 1.92
Tap cell: 99 / 3.51
Clock inverter: 3 / 1.95
Power figures rest on the tool's default switching activity, not on a simulated workload.
