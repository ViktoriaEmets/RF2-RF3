--- design.v ---
module avalon
(
	input  wire        clk,              
    input  wire        rst,              
	input  wire [31:0]  avs_s0_address,   
	input  wire [7:0]  avs_s0_writedata, 
	output reg [7:0]   avs_s0_readdata,  
	input  wire        avs_s0_write,     
	input  wire        avs_s0_read,     
     output reg      q,
     output reg      start_comm,
                     stop_comm,
                     start_N_comm,
                     pulse_invert_comm 
);
reg [31:0]           control_reg;
reg                  write_addr_err;
reg                  start,
                     stop,
                     start_N,
                     pulse_invert; 
always @(posedge clk)
    begin
    if (rst)
        begin
          write_addr_err <= 1'b0;
        end
    else
        if (avs_s0_write)
            begin
               case (avs_s0_address)
                    2'h0: control_reg <= avs_s0_writedata;
                default:
                    write_addr_err <= 1'b1;
               endcase 
            end
    else
          if (avs_s0_read)
            begin
			   case (avs_s0_address)
                    2'h0: avs_s0_readdata <= control_reg; 
                default:
                    avs_s0_readdata <= 32'b0;
               endcase
            end
    end
always @(posedge clk)
begin
    q <= 1'b0;
    if (avs_s0_write)
    begin
        q <= 1'b1;
     end   
end
always @(posedge q)
begin
start          = control_reg[0];
stop           = control_reg[1]; 
start_N        = control_reg[2];
pulse_invert   = control_reg[3];
end
endmodule
--- constraint.sdc ---
current_design avalon

set clk_period 4.7
set clk_io_pct 0.2

create_clock -name clk0 -period $clk_period [get_ports {clk}]

set non_clock_inputs [all_inputs -no_clocks]
set_input_delay [expr $clk_period * $clk_io_pct] -clock clk0 $non_clock_inputs
set_output_delay [expr $clk_period * $clk_io_pct] -clock clk0 [all_outputs]
--- config.mk ---
export PLATFORM = sky130hd
export DESIGN_NAME = avalon
export DESIGN_NICKNAME = avalon
export VERILOG_FILES = /design/flow/design.v
export SDC_FILE = /design/flow/constraint.sdc
export NUM_CORES = 4
export LEC_CHECK = 1
export CORE_AREA = 10 10 91 91
export DIE_AREA = 0 0 101 101
--- run.sh ---
#!/bin/bash
# OpenROAD 26Q1-2900-gdf79404cd8, Yosys 0.63+post, stock flow scripts
make -C /OpenROAD-flow-scripts/flow DESIGN_CONFIG=/design/flow/config.mk WORK_HOME=/design/flow/orfs finish
==> Slide: Implementation Results <==
Implementation Results

Synth
  – Top cells by area: edfxtp_1, nor4_1, nor3_1
  – Unique cell types: 12
  – Synthesis Warnings: 5
  – Yosys Chip Area: 701.9 um2
  – Registers, synthesis: 17
  – Synth Instances: 50
  – Synth area leader: edfxtp_1
  – # Cells Yosys: 50
  – Top-area cell share: 68.45%
  – Synth Seq Share: 71.30%
  – Syn avg cell area: 14.04 um2
  – Area of the mapped netlist: 701.9 um2

Clock network
  – Longest Clk Path Bufs: 2
  – # hold bufs at CTS: 0
  – H-tree levels: 1
  – CTS tree: yes
  – Reg clk slew, reported paths: 0.06 ns
  – Clock latency at the later pin of the worst-skew pair: 0.24 ns
  – Post-CTS setup buffers: 0
  – Post-cts gate resize count: 0
  – Cts bufs inserted: 3
  – Root Driver: clkbuf_8
  – Clock Sinks: 17

Layout
  – Area delta synth->final: 93.23%
  – Most numerous logic cell after layout: clkdlybuf4s50_1
  – Fillers: 633
  – Most frequent cells in the layout: clkdlybuf4s50_1, edfxtp_1, inv_1, nor3_1, nor4_1
  – Share of layout cells above drive strength 1: 7.547%

Timing
  – WHS: 0.6109 ns
  – Final setup violation count: 0
  – Worst Max-Slew Pin Slew: 0.7614 ns
  – Final Hold Violation Tally: 0
  – Setup TNS: 0 ns
  – Crit share post-route: 61.93%
  – Relative slew slack: 49.11%
  – Final min period: 2.911 ns
  – Slew Limit Fails: 0
  – PnR worst setup slack: 1.789 ns
  – Fmax: 343.5 MHz
  – Clock Skew: 0.001374 ns
  – RSZ-0062 raised after global routing: no

GRT
  – Pin count of the biggest net entering global routing: 12
  – Gr ovfl total: 0
  – GRT Total Usage: 4.075%
  – First-pass GRT wire length: 3187 um
  – Initial antenna violation count: 0
  – Vias in the first global route: 629

Placement
  – GP Congestion: 0.7166
  – Port Buf Inserts: 52
  – HPWL after DPL: 1931 um
  – Worst slack, placed: 1.497 ns

Die
  – Row count: 29
  – Die Ht: 101 um
  – Core area: 6350 um2
  – Die Wd: 101 um
  – Die footprint: 10,200 um2
  – # IOs: 57
  – Floorplan utilization: 11.05%

Drt
  – Via Count: 539
  – Vias per inst: 2.945
  – Drt drc: 0
  – Pre-antenna DRT Iters: 2
  – DR WL/cell: 11.17 um
  – Routed wire length: 2045 um
  – ANT nets after route: 0
  – # diodes: 0
  – DRT iter0 DRCs: 6

Min path
  – HP Class: reg -> reg

Pwr
  – Pwr dens: 230.5 nW/um2
  – Worst vdd rail ir drop: 0.08067 mV
  – Leakage: 0.4702 nW

Critical path
  – WP data required: 4.58 ns
  – Crit Path Class: in -> reg
  – Critical path arrival: 2.79 ns
  – Max FO, Critical Path: 9
  – Setup crit end kind: register
  – CP Launch Type: input pin

Status
  – Outcome: completed

Job
  – Maxcap violations: 0
  – Tool Warnings: 25
through the flow:
step	util [%]	instances	power (W)	instance area [um2]
6_report	21.36	183	0.0003126	1356
5_1_grt	21.36	183	0.0003267	1356
2_1_floorplan	-	53	0.0001739	713.2
3_5_place_dp	20.59	179	0.0002109	1308
3_3_place_gp	20.59	179	0.0002103	1308
4_1_cts	21.36	183	0.0003172	1356
power breakdown:
part	switching (W)	internal [W]	total, W	leakage (nW)
registers	0.000000190	0.000166	0.000166	0.170
clock network	0.0000461	0.0000594	0.000106	0.0217
logic	0.00000743	0.0000338	0.0000413	0.279
total	0.0000537	0.000259	0.000313	0.470
final timing paths:
| kind | startpoint | end | slack (ns) | depth (start not counted) |
|---|---|---|---|---|
| min | control_reg[5] | avs_s0_readdata[5] | 0.61 | 2 |
| min reg2reg | control_reg[5] | avs_s0_readdata[5] | 0.61 | 2 |
| max reg2reg | control_reg[7] | avs_s0_readdata[7] | 3.98 | 2 |
| max | avs_s0_address[1] | control_reg[4] | 1.79 | 4 |
critical path: stages:
cell	delay, ns
clkdlybuf4s50_1	0.40
nor4_1	0.32
nand4_1	0.37
nor4b_2	0.76
layer usage:
layer / up-vias / share of wire [%] / global-route usage [%]
met2: 18 / 58 / 8.010
li1: 291 / - / -
met4: 0 / 1.4 / 0.6431
met1: 226 / 32 / 3.803
met3: 4 / 8.4 / 1.733
met5: - / 0 / 0
final cells by class:
class | instances | area [um2] | share of cell area (%)
Sequential cell | 17 | 500.5 | 36.90
Clock inverter | 1 | 7.507 | 0.5535
Clock buffer | 3 | 41.29 | 3.044
Timing Repair Buffer | 53 | 528.0 | 38.93
Multi-Input combinational cell | 24 | 152.6 | 11.25
Inverter | 8 | 30.03 | 2.214
Tap cell | 77 | 96.34 | 7.103
logic make-up (layout without fill, tap and decap cells):
family	count (synthesis)	after routing	synth area share [%]
other	1	4	0.5342
DFF	17	17	71.30
and+or+nand+nor	20	20	19.61
buffers and inverters	12	65	8.556
Yosys cell counts, drive strengths merged:
| cell | instances |
|---|---|
| conb | 1 |
| dfxtp | 1 |
| inv | 8 |
| nor3 | 8 |
| nor4 | 8 |
| nand4 | 2 |
| buf | 4 |
| nor3b | 1 |
| nor4b | 1 |
| edfxtp | 16 |
Power and IR drop assume default switching activity.
